==> flow/design.v <==
module MC(
	input HCLK,
	input HRESETn,
	input [2:0] BEMF,
	output [2:0] VH,
	output [2:0] VL,
	input [28:0] boot_cmd,
	output [9:0] boot_addr,
	input [11:0] Prediv,
	input [11:0] close_loop_pwm,
	input [9:0] comp_delay,
	input [11:0] ph_overflow,
	input orientation,
	input restart_en,
	input en,
	output [2:0] status,
	output [11:0] ph_cnt,
	output stuck
);
parameter [6:0] IDLE        = 7'b0000001;
parameter [6:0] DELAY       = 7'b0000010;
parameter [6:0] RD_CMD      = 7'b0000100;
parameter [6:0] EXE_CMD     = 7'b0001000;
parameter [6:0] COMP_DELAY  = 7'b0010000;
parameter [6:0] RD_BEMF     = 7'b0100000;
parameter [6:0] EXE_LOOP    = 7'b1000000;
parameter [8:0] PH0 = 9'b000_000_000;
parameter [8:0] PH1 = 9'b100_010_001;
parameter [8:0] PH2 = 9'b010_100_001;
parameter [8:0] PH3 = 9'b001_100_010;
parameter [8:0] PH4 = 9'b100_001_010;
parameter [8:0] PH5 = 9'b010_001_100;
parameter [8:0] PH6 = 9'b001_010_100;
(* mark_debug="true" *)reg [6:0] current_state;
wire [6:0] next_state;
always@(posedge HCLK or negedge HRESETn) begin
  if(~HRESETn) current_state <= IDLE;
  else current_state <= next_state;
end
(* mark_debug="true" *)reg [9:0]  shad_comp_delay;        
(* mark_debug="true" *)reg        shad_orientation;       
(* mark_debug="true" *)reg        shad_restart_en;        
(* mark_debug="true" *)reg [11:0] shad_ph_overflow;       
(* mark_debug="true" *)reg [11:0] shad_Prediv;            
(* mark_debug="true" *)reg [11:0] shad_close_loop_pwm;    
(* mark_debug="true" *)reg [11:0] shad_phcnt;             
(* mark_debug="true" *)reg [13:0] shad_cmd_delay;         
(* mark_debug="true" *)reg [11:0] shad_cmd_PWM;           
(* mark_debug="true" *)reg [2:0] BEMF_reg;
(* mark_debug="true" *)reg [13:0] cmd_delay_cnt;    
(* mark_debug="true" *)reg [8:0] current_phase;     
(* mark_debug="true" *)reg [8:0] last_phase;        
(* mark_debug="true" *)reg [11:0] PWM_cnt;          
(* mark_debug="true" *)reg [10:0] addr_cnt;         
(* mark_debug="true" *)reg [11:0] phase_cnt;        
(* mark_debug="true" *)reg [9:0] comp_delay_cnt;    
(* mark_debug="true" *)reg [2:0] BEMF_cnt;          
(* mark_debug="true" *)reg [2:0] BEMF_HI_cnt;       
(* mark_debug="true" *)wire PWM_cnt_done         = (PWM_cnt == shad_Prediv)? 1'b1 : 1'b0;                    
(* mark_debug="true" *)wire PWM_CMD              = (PWM_cnt <= shad_cmd_PWM)? 1'b1 : 1'b0;
(* mark_debug="true" *)wire PWM_LOOP             = (PWM_cnt <= shad_close_loop_pwm)? 1'b1 : 1'b0;
(* mark_debug="true" *)wire PWM_OUT              = (current_state == EXE_CMD)? PWM_CMD : PWM_LOOP;          
(* mark_debug="true" *)wire CMD_empty            = ((boot_cmd[14:12] == 3'b0) | addr_cnt[10])? 1'b1 : 1'b0;   
(* mark_debug="true" *)wire EXE_CMD_done         = (cmd_delay_cnt == shad_cmd_delay)? 1'b1 : 1'b0;           
(* mark_debug="true" *)wire COMP_DELAY_done      = (comp_delay_cnt == shad_comp_delay)? 1'b1 : 1'b0;         
(* mark_debug="true" *)wire RD_BEMF_done         = (BEMF_cnt == 3'd7)? 1'b1 : 1'b0;                          
(* mark_debug="true" *)wire EXE_LOOP_done        = (PWM_cnt_done)? 1'b1 : 1'b0;                              
(* mark_debug="true" *)wire phase_overflow       = (phase_cnt == shad_ph_overflow)? 1'b1 : 1'b0;             
(* mark_debug="true" *)wire phase_change         = (current_phase == last_phase)? 1'b0 : 1'b1;               
(* mark_debug="true" *)wire BEMF_HI              = (BEMF_HI_cnt <= 3'd3)? 1'b0 : 1'b1;                       
wire [8:0] next_phase_cmd  = {(9){(boot_cmd[14:12] == 3'd0)}} & PH0 |                 
                              {(9){(boot_cmd[14:12] == 3'd1)}} & PH1 |
							  {(9){(boot_cmd[14:12] == 3'd2)}} & PH2 |
							  {(9){(boot_cmd[14:12] == 3'd3)}} & PH3 |
							  {(9){(boot_cmd[14:12] == 3'd4)}} & PH4 |
							  {(9){(boot_cmd[14:12] == 3'd5)}} & PH5 |
							  {(9){(boot_cmd[14:12] == 3'd6)}} & PH6;
wire [8:0] next_phase_loop_cw  = {(9){((current_phase == PH1) & BEMF_HI) | ((current_phase == PH6) & BEMF_HI)}} & PH1 |        
                                  {(9){((current_phase == PH2) & ~BEMF_HI) | ((current_phase == PH1) & ~BEMF_HI)}} & PH2 |
								  {(9){((current_phase == PH3) & BEMF_HI) | ((current_phase == PH2) & BEMF_HI)}} & PH3 |
								  {(9){((current_phase == PH4) & ~BEMF_HI) | ((current_phase == PH3) & ~BEMF_HI)}} & PH4 |
								  {(9){((current_phase == PH5) & BEMF_HI) | ((current_phase == PH4) & BEMF_HI)}} & PH5 |
								  {(9){((current_phase == PH6) & ~BEMF_HI) | ((current_phase == PH5) & ~BEMF_HI)}} & PH6;
wire [8:0] next_phase_loop_ccw  = {(9){((current_phase == PH6) & BEMF_HI) | ((current_phase == PH1) & BEMF_HI)}} & PH6 |        
                                   {(9){((current_phase == PH5) & ~BEMF_HI) | ((current_phase == PH6) & ~BEMF_HI)}} & PH5 |
								   {(9){((current_phase == PH4) & BEMF_HI) | ((current_phase == PH5) & BEMF_HI)}} & PH4 |
								   {(9){((current_phase == PH3) & ~BEMF_HI) | ((current_phase == PH4) & ~BEMF_HI)}} & PH3 |
								   {(9){((current_phase == PH2) & BEMF_HI) | ((current_phase == PH3) & BEMF_HI)}} & PH2 |
								   {(9){((current_phase == PH1) & ~BEMF_HI) | ((current_phase == PH2) & ~BEMF_HI)}} & PH1;									 
wire [8:0] next_phase_loop = (shad_orientation)? next_phase_loop_ccw : next_phase_loop_cw;
(* mark_debug="true" *)wire [8:0] next_phase      = (current_state == RD_CMD)? next_phase_cmd : next_phase_loop;
(* mark_debug="true" *)wire phase_change_pulse;          
(* mark_debug="true" *)reg phase_change_reg0;
always@(posedge HCLK) begin
    phase_change_reg0 <= phase_change;
end
assign phase_change_pulse = ~phase_change_reg0 & phase_change;
always@(posedge HCLK) begin
    BEMF_reg <= BEMF;
end
always@(posedge HCLK or negedge HRESETn) begin
	if(~HRESETn) shad_comp_delay <= 10'b0;
	else if(current_state == DELAY) shad_comp_delay <= comp_delay;
end
always@(posedge HCLK or negedge HRESETn) begin
	if(~HRESETn) shad_orientation <= 1'b0;
	else if(current_state == DELAY) shad_orientation <= orientation;
end
always@(posedge HCLK or negedge HRESETn) begin
	if(~HRESETn) shad_restart_en <= 1'b0;
	else if(current_state == DELAY) shad_restart_en <= restart_en;
end
always@(posedge HCLK or negedge HRESETn) begin
	if(~HRESETn) shad_Prediv <= 12'b0;
	else if((current_state == DELAY) | COMP_DELAY_done) shad_Prediv <= Prediv;
end
always@(posedge HCLK or negedge HRESETn) begin
	if(~HRESETn) shad_ph_overflow <= 12'b0;
	else if(current_state == DELAY) shad_ph_overflow <= ph_overflow;
end
always@(posedge HCLK or negedge HRESETn) begin
	if(~HRESETn) shad_close_loop_pwm <= 8'b0;
	else if(COMP_DELAY_done) shad_close_loop_pwm <= close_loop_pwm;
end
always@(posedge HCLK or negedge HRESETn) begin
	if(~HRESETn) shad_phcnt <= 12'b0;
	else if(phase_change_pulse) shad_phcnt <= phase_cnt;
end
always@(posedge HCLK or negedge HRESETn) begin
	if(~HRESETn) shad_cmd_delay <= 14'b0;
	else if(current_state == RD_CMD) shad_cmd_delay <= boot_cmd[28:15];
end
always@(posedge HCLK or negedge HRESETn) begin
	if(~HRESETn) shad_cmd_PWM <= 12'b0;
	else if(current_state == RD_CMD) shad_cmd_PWM <= boot_cmd[11:0];
end
always@(posedge HCLK or negedge HRESETn) begin
	if(~HRESETn) cmd_delay_cnt <= 14'b0;
	else if(~(current_state == EXE_CMD)) cmd_delay_cnt <= 14'b0;
	else if((current_state == EXE_CMD) & PWM_cnt_done) cmd_delay_cnt <= cmd_delay_cnt + 1'b1;
end
always@(posedge HCLK or negedge HRESETn) begin
	if(~HRESETn) current_phase <= PH0;
	else if(RD_BEMF_done | ((current_state == RD_CMD) & ~CMD_empty)) current_phase <= next_phase;
end
always@(posedge HCLK or negedge HRESETn) begin
	if(~HRESETn) last_phase <= PH0;
	else if(RD_BEMF_done) last_phase <= current_phase;
end
always@(posedge HCLK or negedge HRESETn) begin
	if(~HRESETn) PWM_cnt <= 12'b0;
	else if(~((current_state == EXE_CMD) | (current_state == EXE_LOOP)) | PWM_cnt_done) PWM_cnt <= 12'b0;
	else PWM_cnt <= PWM_cnt + 1'b1;
end
always@(posedge HCLK or negedge HRESETn) begin
	if(~HRESETn) addr_cnt <= 11'b0;
	else if(~((current_state == RD_CMD) | (current_state == EXE_CMD))) addr_cnt <= 11'b0;
	else if(current_state == RD_CMD) addr_cnt <= addr_cnt + 1'b1;
end
always@(posedge HCLK or negedge HRESETn) begin
	if(~HRESETn) phase_cnt <= 14'b0;
	else if(phase_change_pulse | ~((current_state == COMP_DELAY) | (current_state == RD_BEMF) | (current_state == EXE_LOOP))) phase_cnt <= 14'b0;
	else if(~phase_change_pulse & RD_BEMF_done) phase_cnt <= phase_cnt + 1'b1;
end
always@(posedge HCLK or negedge HRESETn) begin
	if(~HRESETn) comp_delay_cnt <= 10'b0;
	else if(current_state == COMP_DELAY) comp_delay_cnt <= comp_delay_cnt + 1'b1;
	else comp_delay_cnt <= 10'b0;
end
always@(posedge HCLK or negedge HRESETn) begin
	if(~HRESETn) BEMF_cnt <= 3'b0;
	else if(current_state == RD_BEMF) BEMF_cnt <= BEMF_cnt + 1'b1;
	else BEMF_cnt <= 3'b0;
end
always@(posedge HCLK or negedge HRESETn) begin
	if(~HRESETn) BEMF_HI_cnt <= 3'b0;
	else if(~(current_state == RD_BEMF)) BEMF_HI_cnt <= 3'b0;
	else if((current_state == RD_BEMF) & (|(current_phase[8:6] & BEMF_reg))) BEMF_HI_cnt <= BEMF_HI_cnt + 1'b1;
end
assign next_state = (((current_state == EXE_CMD) & ~en) | ((current_state == EXE_LOOP) & ((en & phase_overflow & ~shad_restart_en) | ~en)))? IDLE :
                    (((current_state == IDLE) & en) | ((current_state == EXE_LOOP) & (phase_overflow & en & shad_restart_en)))? DELAY :
					((current_state == DELAY) | ((current_state == EXE_CMD) & en & EXE_CMD_done))? RD_CMD :
					((current_state == RD_CMD) & ~CMD_empty)? EXE_CMD :
					(((current_state == RD_CMD) & CMD_empty) | ((current_state == EXE_LOOP) & (en & EXE_LOOP_done)))? COMP_DELAY :
					((current_state == COMP_DELAY) & COMP_DELAY_done)? RD_BEMF :
					((current_state == RD_BEMF) & RD_BEMF_done)? EXE_LOOP :
					current_state;
assign stuck = phase_overflow & (current_state == EXE_LOOP) ;
assign ph_cnt = shad_phcnt;
assign status[0] = (current_state == IDLE)? 1'b0 : 1'b1;
assign status[1] = ((current_state == COMP_DELAY) | (current_state == RD_BEMF) | (current_state == EXE_LOOP))? 1'b1 : 1'b0;
assign status[2] = ((current_state == EXE_CMD) | (current_state == EXE_LOOP))? 1'b1 : 1'b0;
assign {VL,VH} = ((current_state == EXE_CMD) | (current_state == EXE_LOOP))? {current_phase[5:3],current_phase[2:0] & {(3){PWM_OUT}}} : 6'b0;
assign boot_addr = addr_cnt[9:0];
endmodule
==> flow/run.sh <==
#!/bin/bash
# OpenROAD 26Q1-2900-gdf79404cd8, Yosys 0.63+post, stock flow scripts
make -C /OpenROAD-flow-scripts/flow DESIGN_CONFIG=/design/flow/config.mk WORK_HOME=/design/flow/orfs finish
==> flow/config.mk <==
export PLATFORM = sky130hd
export DESIGN_NAME = MC
export DESIGN_NICKNAME = MC
export VERILOG_FILES = /design/flow/design.v
export SDC_FILE = /design/flow/constraint.sdc
export NUM_CORES = 4
export LEC_CHECK = 1
export CORE_UTILIZATION = 40
==> flow/constraint.sdc <==
current_design MC

set clk_period 4.3
set clk_io_pct 0.2

create_clock -name clk0 -period $clk_period [get_ports {HCLK}]

set non_clock_inputs [all_inputs -no_clocks]
set_input_delay [expr $clk_period * $clk_io_pct] -clock clk0 $non_clock_inputs
set_output_delay [expr $clk_period * $clk_io_pct] -clock clk0 [all_outputs]
==> flow_summary.toml <==
# flow metrics
[outcome]
outcome = "finished, final reports clean"

[cells_and_area]
lay_top_cells = "dfrtp_1 (174), clkdlybuf4s50_1 (113), nand2_1 (77)"
fillers = 2037
final_common_cell = "dfrtp_1"
syn_to_final_growth_pct = 21.2
reg_top3 = "cmd_delay_cnt x14, shad_cmd_delay x14"
combGateArea_mm2 = 0.00432
layout.cells.non_filler = 1258
drive_gt1_share_pct = 10.4
fin_util_pct = 49.2
flop_area_mm2 = 0.00449

[synthesis]
ys_cells = 866
avgSynthCellArea_um2 = 10.6
ys_types = 57
ys_warn_count = 1
postSynthCellCount = 866
syn_area_mm2 = 0.00917
ys_seq_share_pct = 48.9
synthTopCellsByArea = "dfrtp_1 (48%), mux2_2 (5.9%), xnor2_1 (5.8%)"
largest_area_cell = "dfrtp_1"
top_cell_area_share_pct = 47.8
edf_count = 0
yosys_area_mm2 = 0.00917
ff_type = "dfrtp_1"
async_flop_share_pct = 97.8
synth_flop_count = 180

[drt]
avgViaCountPerCell = 5.09
wl_per_cell_um = 15.2
drt_iter0_drc = 282
vias = 6400
n_antenna_cell = 0
drcViolationCount = 0
first_pass_iters = 6
routed_wl_mm = 19.2
antenna_left = 0

[clock_network]
tritoncts = "yes"
numCtsBuffers = 17
root_buffer = "clkbuf_16"
max-clock-path-buffers = 2
postCtsSetupRepairBufs = 0
clk_latency_ns = 0.43
cts_max_level = 4
clkTransAtPathRegs_ns = 0.08
cts.sinks = 180

[sta]
hold_violations = 0
fin_crit_ns = 4.00
tightest_slew_ns = 0.646
maxSlewViolCount = 0
finalSetupTns_ns = 0
fmax_ghz = 0.250
clock_skew_ns = 0.0149
rsz0062_at_grt = "false"
period_used_pct = 93.1
slew_headroom_pct = 56.9
final-setup-viol-count = 0

[global_routing]
grt_pass1_wl_mm = 32.7
antenna_found_initial = 0
grt_max_degree = 110
track_usage_pct = 17.9
gr-total-overflow = 0
grt_pass1_vias = 6187

[power_and_ir_drop]
peakVddDrop_uv = 306
power_frac_comb_pct = 25.1
p_leak_nw = 4.83
p_total_mw = 5.40
pwr-share-seq_pct = 45.7
internal-power_mw = 3.68
pwr_density_cell_mw_per_mm2 = 486
switching_share_pct = 31.9
p_sw_mw = 1.72
pwr-share-clk_pct = 29.2

[die]
ioPinCount = 115
initCoreUtil_pct = 40.6
dieHeight_um = 153
die_w_um = 153
rows = 55
chipArea_mm2 = 0.0235
core_area_mm2 = 0.0226

[critical_path]
cp_cell_sequence = "ha_1, a21o_1, a21o_1, a2111oi_1, o21ai_1, a2bb2oi_1, and2_1, clkdlybuf4s50_1"
startpoint_type = "flop"
path_common_cell = "a21o_1"
r2r_start = "current_state[4]"
arrival_ns = 3.14
critPathMaxFanout = 6
reg2regPathDepth = 6
end_kind = "primary output"
timing.reg2reg.setup_slack_ns = 2.02
crit_path_end = "VH[0]"
worstReg2RegEnd = "current_state[1]"
startpoint = "PWM_cnt[9]"
crit_type = "reg -> out"
slowest_stage = "a2111oi_1"
slowest_delay_ns = 0.46
critPathRequiredTime_ns = 3.44

[job]
tool_warnings = 27
max_cap_violations = 0

[place]
dp_hpwl_mm = 13.8
place_inst = 1226
gp_congestion = 0.862
io_buffers = 114

[min_path]
min_path_type = "in -> async"
-- cell type report --
cell class                 instances  area share, %
sequential                       180           40.4
inverter                          33           1.12
tap                              285           3.21
clock buffer                      17           3.83
clock inverter                    15           1.61
timing repair buffer             122           10.9
multi-input combinational        606           38.9
-- layer usage --
metal / track usage [%] / part of all wire [%]
met3: 2.51 / 3.1
met1: 30.6 / 52
met4: 1.48 / 0.95
met2: 26.0 / 44
met5: 0 / 0
-- Yosys cell counts (all sizes together) (2+ instances only) --
master and n:
nor3b 2, xor2 29, mux2i 19, or2 2, nand2 77, clkbuf 25
and4 3, nor2 49, nand4 27, and3 11, nand3 31, nand3b 2
or3b 4, a31oi 7, nor4 6, mux2 74, and2 23, or4b 2
inv 33, a31o 2, nand2b 16, or3 5, o221a 2, o22ai 3
a2111oi 3, ha 33, nor3 10, buf 22, dfxtp 4, xnor2 61
dfrtp 175, a21oi 29, a21o 5, nor2b 12, o21ai 45, o31ai 2
-- power groups by stage --
| stage | logic, mW | registers [mW] | clock network, mW |
|---|---|---|---|
| 4_1_cts | 1.37 | 2.48 | 1.62 |
| 5_1_grt | 1.52 | 2.53 | 1.70 |
| 6_report | 1.35 | 2.47 | 1.58 |
-- worst max-delay path, delay by kind of cell (launching register included) --
family,cells,cell delay [ns]
compound gates,5,1.30
buf+inv,1,0.46
fa+ha+maj,1,0.32
simple gates,1,0.19
flops,1,0.45
-- cell families after synthesis --
logic type               share of synthesized area, %
AND-OR/OR-AND                                    6.74
XOR/XNOR                                         8.60
flip-flops                                       48.9
multiplexers                                     11.2
buffers and inverters                            3.99
adder cells (fa/ha/maj)                          4.51
AND/OR/NAND/NOR                                  16.0
-- per-stage QoR --
step / hold slack [ns] / setup WS [ns] / instance area (µm²)
2_1_floorplan: 0.409 / 1.54 / 9170
3_3_place_gp: 0.431 / 0.713 / 10500
3_5_place_dp: 0.435 / 0.703 / 10500
4_1_cts: 0.445 / 0.225 / 11100
5_1_grt: 0.477 / 0.0697 / 11100
6_report: 0.431 / 0.298 / 11100
-- repair_timing --
item	4_1_cts	5_1_grt
hold buffers	0	0
resized	0	1
endpoints found under the setup margin	0	2
-- worst min path at each step --
stage | start | to | slack [ns] | cells past startpoint
CTS | BEMF_cnt[0] | BEMF_cnt[0] | 0.45 | 1
global route | HRESETn | shad_Prediv[9] | 0.48 | 1
finish | HRESETn | shad_Prediv[9] | 0.43 | 1
Power figures rest on the tool's default switching activity, not on a simulated workload.
